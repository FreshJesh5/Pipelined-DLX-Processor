## flow/design.v

```verilog
module shifter(A, ctrl, out);
	input  [31:0] A;
	input  [4:0] ctrl;
	output [31:0] out;
	wire   [31:0] out5, out4, out3, out2;  
	assign out5 = ctrl==5 ? {A[26:0]   , 5'b0} : A[31:0];
	assign out4 = ctrl==4 ? {out5[27:0], 4'b0} : out5[31:0];
	assign out3 = ctrl==3 ? {out4[28:0], 3'b0} : out4[31:0];  
	assign out2 = ctrl==2 ? {out3[29:0], 2'b0} : out3[31:0];  
	assign out  = ctrl==1 ? {out2[30:0], 1'b0} : out2[31:0];  
endmodule
```

## flow/run.sh

```bash
#!/bin/bash
# OpenROAD 26Q1-2900-gdf79404cd8, Yosys 0.63+post, stock flow scripts
make -C /OpenROAD-flow-scripts/flow DESIGN_CONFIG=/design/flow/config.mk WORK_HOME=/design/flow/orfs finish
```

## flow/config.mk

```make
export PLATFORM = sky130hd
export DESIGN_NAME = shifter
export DESIGN_NICKNAME = shifter
export VERILOG_FILES = /design/flow/design.v
export SDC_FILE = /design/flow/constraint.sdc
export NUM_CORES = 4
export LEC_CHECK = 1
export CORE_UTILIZATION = 30
```

## flow/constraint.sdc

```tcl
current_design shifter

set clk_period 6.6
set clk_io_pct 0.2

create_clock -name clk0 -period $clk_period

set non_clock_inputs [all_inputs -no_clocks]
set_input_delay [expr $clk_period * $clk_io_pct] -clock clk0 $non_clock_inputs
set_output_delay [expr $clk_period * $clk_io_pct] -clock clk0 [all_outputs]
```

==> impl_metrics.py <==
# Physical implementation metrics
metrics = {
    "synth": {
        "logic_family": "AND-OR/OR-AND gates",
        "synth_cell_type_count": 52,
        "ys_area_um2": 1740,
        "ys_cells": 262,
        "synth_cells": 262,
        "ys_sh_simple_pct": 30.9,
        "synth_xor_xnor_area_share_pct": 0,
        "mux_share_pct": 26.8,
        "syn_avg_cell_area_um2": 6.62,
        "compound_area_share_pct": 32.9,
        "yosysSeqAreaShare_pct": 0,
        "yosysWarnings": 0,
        "syn_area_um2": 1740,
        "adder_share_pct": 0,
    },
    "global_routing": {
        "grt_pass1_wl_um": 10800,
        "antenna_found_initial": 0,
        "grtUsageTotal_pct": 22.3,
        "grt-ovfl-total": 0,
        "grt_max_degree": 27,
        "grt_pass1_vias": 2079,
    },
    "placement": {
        "dpl.hpwl_um": 5220,
        "gp_congestion": 0.950,
        "port_buffers": 69,
    },
    "route": {
        "vias_per_cell": 5.89,
        "routed_wl_um": 6760,
        "ant_nets": 0,
        "met3_length_um": 626,
        "dr_wl_met2_um": 2780,
        "antenna_cells": 0,
        "drt_iter0_markers": 246,
        "routedWlPerCell_um": 17.7,
        "m1WireLength_um": 3260,
        "drc": 0,
        "top_layer_used": "met4",
        "vias": 2257,
        "drtPass1Iterations": 6,
    },
    "outcome": {
        "run_status": "complete, no violations",
    },
    "floorplanning": {
        "num_rows": 27,
        "placeableCoreArea_um2": 5540,
        "die_y_um": 78.1,
        "die-width_um": 78.1,
        "die_area_um2": 6090,
        "pin_count": 69,
        "core_util_floorplan_pct": 31.3,
    },
    "run": {
        "cap_violations": 0,
        "warning_count": 32,
    },
    "critical_path": {
        "cp.arrival_ns": 4.52,
        "cp_max_fo": 21,
        "crit_type": "in2out",
        "required_ns": 5.28,
        "startpoint_type": "primary input",
        "end_kind": "primary output",
    },
    "sta": {
        "finalMaxSlewViolations": 0,
        "worst_pin_slew_ns": 0.693,
        "final.period_utilization_pct": 88.4,
        "tns_ns": 0,
        "rsz0062_at_grt": "false",
        "setup_violations": 0,
        "fmax_ghz": 0.171,
        "holdWs_ns": 3.65,
        "maxSlewHeadroom_pct": 53.7,
        "hold_viol": 0,
        "fin_crit_ns": 5.84,
    },
    "power_and_ir_drop": {
        "ir_worst_vdd_uv": 19.8,
        "p_leak_nw": 0.835,
        "total_power_uw": 154,
        "powerDensity_nw_per_um2": 63.2,
    },
    "cells_and_area": {
        "seq_cell_count": 0,
        "clkbuf_count": 0,
        "nFillCells": 580,
        "drive_above_1_share_pct": 11.9,
        "fin_util_pct": 43.9,
        "layout.area.seq_um2": 0,
        "layout-area-overhead-vs-synth_pct": 40.0,
    },
    "clocking": {
        "postCtsSetupRepairBufs": 0,
        "cts_resized": 0,
        "hold_buffers": 0,
    },
    "min_path": {
        "hold_class": "in2out",
    },
}
==> kinds of logic (layout without fill, tap and decap cells) <==
logic type	after synthesis	after routing
simple gates	101	101
buf+inv	32	81
compound gates	84	84
mux	45	45
==> where the power goes <==
group          internal, mW  total, mW  switching (mW)
Clock                     0          0               0
Combinational        0.0854      0.154          0.0682
Sequential                0          0               0
Total                0.0854      0.154          0.0682
==> critical path: stages <==
cell and delay [ns]:
clkdlybuf4s50_1 0.92, or4b_1 0.77, or2_1 0.55, o21ai_0 0.15, o21ai_0 0.10, o21ai_0 0.21, clkdlybuf4s50_1 0.49
==> layout make-up <==
class                      count  area [µm²]  area share [%]
multi-input combinational    230        1580            65.1
timing repair buffer          75         736            30.3
tap                           72        90.1            3.71
inverter                       6        22.5           0.927
==> per-stage QoR <==
step	std cells	setup slack [ns]	area, µm²
floorplan	262	2.29	1740
global placement	383	0.748	2430
detailed placement	383	0.828	2430
CTS	383	0.813	2430
global route	383	0.678	2430
finish	383	0.765	2430
==> metal layers <==
metal	global-route usage, %	vias to the layer above
met2	31.9	144
met5	0	-
met3	3.07	10
met1	35.5	1015
met4	3.89	0
li1	-	1088
==> cell usage after synthesis (5+ instances only) <==
| cell type | count | area (µm²) |
|---|---|---|
| or2_2 | 7 | 43.8 |
| nor3_1 | 5 | 25.0 |
| clkbuf_1 | 6 | 22.5 |
| o21ai_0 | 14 | 70.1 |
| a21oi_1 | 21 | 105 |
| a221oi_1 | 6 | 52.6 |
| mux2i_1 | 33 | 330 |
| nand3_1 | 7 | 35.0 |
| buf_2 | 15 | 75.1 |
| nor2_1 | 36 | 135 |
| nand2_1 | 18 | 67.6 |
| a211oi_1 | 9 | 67.6 |
| inv_1 | 6 | 22.5 |
| o22ai_1 | 8 | 50.1 |
| mux2_2 | 12 | 135 |
==> path summary, 6_finish.rpt <==
kind     from  cells after the start  slack (ns)       to
max   ctrl[0]                      7        0.76  out[22]
min      A[0]                      4        3.65   out[0]
==> placed cells by master, fill, tap and decap left out, types with 5 or more instances in the layout <==
cell type,instances
clkdlybuf4s50_1,69
nor2_1,36
mux2i_1,33
a21oi_1,21
nand2_1,18
o21ai_0,14
mux2_2,12
a211oi_1,9
o22ai_1,8
or2_2,7
nand3_1,7
inv_1,6
a221oi_1,6
buf_4,6
nor3_1,5
Power is estimated from default activity; no workload was simulated.
