--- /design/flow/config.mk ---
export PLATFORM = sky130hd
export DESIGN_NAME = CLU
export DESIGN_NICKNAME = CLU
export VERILOG_FILES = /design/flow/design.v
export SDC_FILE = /design/flow/constraint.sdc
export NUM_CORES = 4
export LEC_CHECK = 1
export CORE_AREA = 10 10 86 86
export DIE_AREA = 0 0 96 96
--- /design/flow/constraint.sdc ---
current_design CLU

set clk_period 13.4
set clk_io_pct 0.2

create_clock -name clk0 -period $clk_period

set non_clock_inputs [all_inputs -no_clocks]
set_input_delay [expr $clk_period * $clk_io_pct] -clock clk0 $non_clock_inputs
set_output_delay [expr $clk_period * $clk_io_pct] -clock clk0 [all_outputs]
--- /design/flow/design.v ---
module CLU(A, B, sum, C);
	input [31:0] A, B;
	output [31:0] sum;
	output C;
	wire [7:0] Cout, Pout, Gout;
	assign C = Cout[7];
	CLA_4bit carryLookAhead0 (A[3:0],   B[3:0],   1'b0,    sum[3:0],   Cout[0], Pout[0], Gout[0]);
	CLA_4bit carryLookAhead1 (A[7:4],   B[7:4],   Cout[0], sum[7:4],   Cout[1], Pout[1], Gout[1]);
	CLA_4bit carryLookAhead2 (A[11:8],  B[11:8],  Cout[1], sum[11:8],  Cout[2], Pout[2], Gout[2]);
	CLA_4bit carryLookAhead3 (A[15:12], B[15:12], Cout[2], sum[15:12], Cout[3], Pout[3], Gout[3]);
	CLA_4bit carryLookAhead4 (A[19:16], B[19:16], Cout[3], sum[19:16], Cout[4], Pout[4], Gout[4]);
	CLA_4bit carryLookAhead5 (A[23:20], B[23:20], Cout[4], sum[23:20], Cout[5], Pout[5], Gout[5]);
	CLA_4bit carryLookAhead6 (A[27:24], B[27:24], Cout[5], sum[27:24], Cout[6], Pout[6], Gout[6]);
	CLA_4bit carryLookAhead7 (A[31:28], B[31:28], Cout[6], sum[31:28], Cout[7], Pout[7], Gout[7]);
endmodule
module CLA_4bit(A, B, Cin, sum, Cout, Pout, Gout);
	input  [3:0] A, B;  
	input  Cin;			 
	output [3:0] sum;  
	output Cout;
	output Pout, Gout;  
	wire [3:0] G, P, carryOut;
	assign G = A & B;  
	assign P = A ^ B;  
	assign carryOut[0] = G[0] | (P[0] & Cin);
	assign carryOut[1] = G[1] | (P[1] & G[0]) | (P[1] & P[0] & Cin);
	assign carryOut[2] = G[2] | (P[2] & G[1]) | (P[2] & P[1] & G[0]) | (P[2] & P[1] & P[0] & Cin);
	assign carryOut[3] = G[3] | (P[3] & G[2]) | 
									(P[3] & P[2] & G[1]) | 
									(P[3] & P[2] & P[1] & G[0]) | 
									(P[3] & P[2] & P[1] & P[0] & Cin);	
	assign Cout = carryOut[3];
	assign sum = P ^ {carryOut[2:0], Cin};
	assign Pout = P[3] & P[2] & P[1] & P[0];
	assign Gout = G[3] | (P[3] & G[2]) | (P[3] & P[2] & G[1]) | (P[3] & P[2] & P[1] & G[0]);
endmodule
--- /design/flow/run.sh ---
#!/bin/bash
# OpenROAD 26Q1-2900-gdf79404cd8, Yosys 0.63+post, stock flow scripts
make -C /OpenROAD-flow-scripts/flow DESIGN_CONFIG=/design/flow/config.mk WORK_HOME=/design/flow/orfs finish
==> flow_summary.json <==
{
  "ys_types": 35,
  "log.warning_count": 32,
  "max_stage_delay_ns": 0.48,
  "syn_std_cell_area_sq_um": 1300,
  "fmax_ghz": 0.120,
  "worst-slew-pin-transition_ns": 0.473,
  "grt_pass1_wl_microns": 6750,
  "worst_path_most_repeated_cell": "clkdlybuf4s50_1",
  "startpoint_type_of_the_worst_setup_path": "input port",
  "die_height_microns": 96,
  "replace_congestion": 0.810,
  "worst_slew_margin_rel_pct": 68.2,
  "netSwitchingPower_uw": 39.3,
  "cts_setup_buffers": 0,
  "setup_total_negative_slack_ns": 0,
  "power_frac_clock_pct": 0,
  "io-pin-count": 97,
  "detail-route-antenna-nets": 0,
  "antenna_cells": 0,
  "met2RoutedLength_microns": 1820,
  "power_density_nw_per_um2": 49.1,
  "met1_wl_microns": 1910,
  "setup_viol": 0,
  "via_count": 1450,
  "power_frac_comb_pct": 100.0,
  "grt_antenna_before_repair": 0,
  "mean_area_per_synthesized_cell_sq_um": 8.72,
  "worst-setup-path-type": "in -> out",
  "hold_viol_final": 0,
  "finish.utilization_pct": 42.6,
  "final_cell_mix": "clkdlybuf4s50_1 (97), ha_1 (32), a21oi_1 (17), xnor2_1 (11), xor2_1 (11)",
  "die_area_sq_um": 9220,
  "drt_iter0_drc": 26,
  "synth.yosys.seq_area_share_pct": 0,
  "timing.final.crit_share_pct": 62.2,
  "layout_top_cell_excl_fill_tap": "clkdlybuf4s50_1",
  "dpl-instance-area_sq_um": 2360,
  "grt_util_all_layers_pct": 8.80,
  "area_of_all_placed_cells_without_fillers_sq_um": 2360,
  "worst_hold_path_type": "in -> out",
  "dp_hpwl_microns": 4010,
  "switching_share_pct": 33.9,
  "grt_setup_unrepaired": "false",
  "route.met3.wl_microns": 544,
  "synthesis.instances": 149,
  "worst-path-max-fanout": 5,
  "overall_die_width_microns": 96,
  "firstDrtPassIters": 4,
  "port-buffer-count": 97,
  "flops": 0,
  "yosys-stat-cells": 149,
  "final_layout_size_suffix_gt1_share_pct": 4.47,
  "worstPathArrival_ns": 5.65,
  "internal_power_uw": 76.6,
  "core_util_floorplan_pct": 23.4,
  "vdd_ir_drop_max_mv": 0.0189,
  "synthesis.yosys.warnings": 0,
  "crit_path_cell_chain": "clkdlybuf4s50_1, ha_1, a41oi_2, o21ai_2, a211o_2, a21o_2, a21oi_2, nand2b_1, fa_1, xor2_1, clkdlybuf4s50_1",
  "via_count_of_the_first_global_routing_pass": 1508,
  "crit_path_top_delay_cell": "clkdlybuf4s50_1",
  "status": "complete, no violations",
  "post_synth_top_area_cell": "ha_1",
  "yosysChipArea_sq_um": 1300,
  "core_sq_um": 5540,
  "ctsHoldBuffers": 0,
  "leakagePower_nw": 1.01,
  "period_minus_slack_ns": 8.33,
  "critPathCaptureType": "primary output",
  "grt_start_max_net_pins": 6,
  "areaGrowthSynthToFinish_pct": 81.7,
  "seq_power_share_pct": 0,
  "routed_wire_length_per_instance_microns": 13.4,
  "routed.top_layer": "met3",
  "core.rowCount": 27,
  "ff_latch_area_sq_um": 0,
  "drv_slew": 0,
  "fillerInstances": 571,
  "vias_per_cell": 4.56,
  "gr-total-overflow": 0,
  "totalPowerFinal_uw": 116,
  "cts-resized-gates": 0,
  "detail_route.wirelength_microns": 4270,
  "residual_drc": 0,
  "worst-endpoint-required_ns": 10.72,
  "finalHoldWorstSlack_ns": 6.40,
  "clock_buffers": 0,
  "area_leaders": "ha_1 (31%), fa_1 (12%), xnor2_1 (7.4%), xor2_1 (7.4%), a21oi_1 (6.6%)",
  "netlist.area_leader.share_pct": 30.8,
  "drv.max_cap_violation_count": 0
}
==> routing by layer <==
metal  vias up  track usage, %
met2        58            14.7
met3         0            3.93
li1        762               -
met4         0               0
met1       630            10.9
met5         -               0
==> critical path, delay by kind of cell <==
kind	cells	cell delay [ns]
compound gates	5	1.09
buf+inv	2	0.93
fa+ha+maj	2	0.71
xor+xnor	1	0.14
simple gates	1	0.10
==> worst paths after layout <==
| kind | from | endpoint | slack [ns] | cells past startpoint |
|---|---|---|---|---|
| worst max-delay path | A[1] | sum[29] | 5.07 | 11 |
| worst min-delay path | B[0] | sum[0] | 6.40 | 3 |
==> cells in the mapped netlist, drive strengths merged, types with 4 or more instances <==
master	instances
ha	32
a21oi	19
xnor2	11
xor2	11
a21o	10
fa	8
inv	8
o21ai	8
nand2	5
and2	4
nor2	4
==> layout make-up <==
| type | instances | area [sq um] | share of cell area [%] |
|---|---|---|---|
| Inverter | 8 | 30.0 | 1.27 |
| Multi-Input combinational cell | 141 | 1270 | 53.8 |
| Tap cell | 72 | 90.1 | 3.82 |
| Timing Repair Buffer | 97 | 971 | 41.1 |
==> cells by family after synthesis <==
family                   share of synthesized area, %
adder cells (fa/ha/maj)                          43.2
buffers and inverters                            2.31
AND-OR/OR-AND                                    29.2
AND/OR/NAND/NOR                                  10.5
XOR/XNOR                                         14.8
==> metrics by stage <==
stage / setup slack, ns / instances
finish: 5.07 / 318
global route: 4.87 / 318
global placement: 5.07 / 318
detailed placement: 5.03 / 318
CTS: 5.03 / 318
floorplan: 6.13 / 149
==> power by group through the flow <==
stage	sequential (mW)	clock, mW	combinational (mW)
6_report	0	0	0.116
4_1_cts	0	0	0.119
5_1_grt	0	0	0.130
Power figures rest on the tool's default switching activity, not on a simulated workload.
