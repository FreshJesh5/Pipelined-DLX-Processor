<file path="./config.mk">
export PLATFORM = sky130hd
export DESIGN_NAME = register
export DESIGN_NICKNAME = register
export VERILOG_FILES = /design/flow/design.v
export SDC_FILE = /design/flow/constraint.sdc
export NUM_CORES = 4
export LEC_CHECK = 1
export CORE_AREA = 10 10 90 90
export DIE_AREA = 0 0 100 100
</file>
<file path="./constraint.sdc">
current_design register

set clk_period 1.0
set clk_io_pct 0.2

create_clock -name clk0 -period $clk_period [get_ports {clk}]

set non_clock_inputs [all_inputs -no_clocks]
set_input_delay [expr $clk_period * $clk_io_pct] -clock clk0 $non_clock_inputs
set_output_delay [expr $clk_period * $clk_io_pct] -clock clk0 [all_outputs]
</file>
<file path="./design.v">
module register158(clk, rst, in, out);
	input clk, rst;
	input  [157:0] in;
	output [157:0] out;
	reg [157:0] r;
	always @(posedge clk) begin
		if (rst)
			r <= 0;
		else
			r <= in;
	end
	assign out = r;
endmodule
module register146(clk, rst, in, out);
	input clk, rst;
	input  [145:0] in;
	output [145:0] out;
	reg [145:0] r;
	always @(posedge clk) begin
		if (rst)
			r <= 0;
		else
			r <= in;
	end
	assign out = r;
endmodule
module register71(clk, rst, in, out);
	input clk, rst;
	input  [70:0] in;
	output [70:0] out;
	reg [70:0] r;
	always @(posedge clk) begin
		if (rst)
			r <= 0;
		else
			r <= in;
	end
	assign out = r;
endmodule
module register(clk, rst, in, out);
   parameter WIDTH = 32;
	input clk, rst;
	input  [WIDTH - 1:0] in;
	output [WIDTH - 1:0] out;
	reg [WIDTH - 1:0] r;
	always @(posedge clk) begin
		if (rst)
			r <= 0;
		else
			r <= in;
	end
	assign out = r;
endmodule
</file>
<file path="./run.sh">
#!/bin/bash
# OpenROAD 26Q1-2900-gdf79404cd8, Yosys 0.63+post, stock flow scripts
make -C /OpenROAD-flow-scripts/flow DESIGN_CONFIG=/design/flow/config.mk WORK_HOME=/design/flow/orfs finish
</file>
==> impl_metrics.json <==
{
  "grt_max_degree": 33,
  "ys_area_um2": 863,
  "outcome": "completed",
  "firstDrtPassIters": 2,
  "cts.path.max_buffers": 2,
  "cts_root_buffer_type": "clkbuf_8",
  "report.power.total_mw": 2.63,
  "setup_slack_ns": 0.0368,
  "route.detailed.wl_per_inst_um": 11.6,
  "synth_area_um2": 863,
  "yosys-mux-area-fraction_pct": 0,
  "regMostFlops": "r",
  "synth_seq_share_pct": 74.2,
  "path_delay_family": "flip-flops",
  "dp.final_hpwl_um": 2040,
  "min_period_over_period_pct": 96.3,
  "fp_util_pct": 13.8,
  "globalRouteTotalUtil_pct": 4.88,
  "power_frac_seq_pct": 51.8,
  "vias_in_the_first_global_route": 748,
  "boundaryPins": 66,
  "layoutNonFillerInstCount": 215,
  "die.size.y_um": 100,
  "yosys.area_share.aoi_pct": 0,
  "filler_cell_count": 661,
  "routed-via-count": 670,
  "fa_ha_area_share_pct": 0,
  "largest_register_ff_count": 32,
  "achievable-frequency_mhz": 1040,
  "p_int_mw": 2.12,
  "slew_headroom_pct": 90.7,
  "tightest_hold_margin_ns": 0.473,
  "warning_count": 25,
  "final_max_slew_viol_count": 0,
  "timing_hold_violations_final": 0,
  "post_route_cells_drive_above_1_share_pct": 17.4,
  "min_path_type": "input pin to register",
  "p_sw_share_pct": 19.2,
  "fin_setup_tns_ns": 0,
  "yosys.cell_types.count": 3,
  "crit_path_top_delay_cell": "dfxtp_1",
  "ctsHtreeMaxLevel": 2,
  "cp_max_fo": 1,
  "crit_chain": "clkdlybuf4s15_1",
  "met1_global_route_usage_pct": 5.43,
  "rsz0062_at_grt": "no",
  "biggestRegsByFlops": "r: 32 flops",
  "synth.cellmix.xorXnorShare_pct": 0,
  "synth.avg_cell_area_um2": 12.9,
  "yosys-dominant-comb-family": "simple AND/OR/NAND/NOR gates",
  "cap_violations": 0,
  "wl_um": 2490,
  "syn-instance-count": 67,
  "net-switching-power_uw": 506,
  "globalRoute.busiestLayer": "met2",
  "core.rowCount": 29,
  "antenna-diode-count": 0,
  "initialDrtViolationCount": 6,
  "fin_crit_ns": 0.963,
  "grt_overflow_total": 0,
  "tightest_slew_ns": 0.140,
  "gp_congestion": 0.650,
  "post-route-cell-area_um2": 1660,
  "timing_worst_setup_path_type": "register to primary output",
  "power_leakage_nw": 0.668,
  "area_delta_synth_final_pct": 92.6,
  "cts_clock_pin_slew_for_the_worst_setup_and_hold_paths_ns": 0.06,
  "grt_antenna_before_repair": 0,
  "critical_path_buf_inv_count": 1,
  "floorplan.die.width_um": 100,
  "worstSetupEndpointType": "primary output",
  "cts-buffers-inserted": 5,
  "synth.cellmix.simpleShare_pct": 23.2,
  "drt_drc_violations_left": 0,
  "dp_worst_setup_slack_ns": -0.0981,
  "register_bit_count_reported_by_yosys": 32,
  "post-place-cells": 207,
  "worstSetupStartpointType": "register",
  "first_pass_grt_wire_length_um": 3910,
  "tritoncts": "done",
  "critPathMaxStageDelay_ns": 0.31,
  "placement.cell_area_um2": 1610,
  "met2_usage_pct": 7.62,
  "ys_warns": 1,
  "drt.antenna.violating_nets": 0,
  "final_core_util_pct": 26.5,
  "ir_worst_vdd_mv": 0.578,
  "floorplan.die_area_um2": 10000,
  "io_buffer_count": 65,
  "power.density_cell_area_nw_per_um2": 1580,
  "arrival_ns": 0.76,
  "finalSetupViolations": 0,
  "met3_usage_pct": 3.40,
  "vias_per_cell": 3.12,
  "yosysCellCount": 67,
  "pwr-share-clk_pct": 37.8,
  "required_ns": 0.80,
  "clock_sink_count": 32,
  "power.combinational.fraction_pct": 10.4,
  "fp.coreArea_um2": 6280
}
-- cells in the final DEF, fill, tap and decap left out --
| master | netlist | routed |
|---|---|---|
| buf_12 | 0 | 1 |
| buf_2 | 0 | 2 |
| clkbuf_1 | 0 | 2 |
| clkbuf_2 | 0 | 7 |
| clkbuf_8 | 0 | 6 |
| clkdlybuf4s15_1 | 0 | 23 |
| clkdlybuf4s50_1 | 0 | 33 |
| dfxtp_1 | 32 | 24 |
| dfxtp_2 | 0 | 8 |
| nor2b_1 | 32 | 32 |
-- area by class of cell --
cell class              count  area, µm²  share of cell area (%)
well taps                  77       96.3                    5.79
clock buffers               8       90.1                    5.42
repair buffers             66        626                    37.6
multi-input cells          32        200                    12.0
flip-flops and latches     32        651                    39.1
-- worst paths after layout --
check / startpoint / to / slack (ns) / depth (start not counted)
setup / recovery: r[25] / out[25] / 0.04 / 1
hold / removal: in[17] / r[17] / 0.47 / 2
-- repair_timing --
| item | in CTS | in global routing |
|---|---|---|
| setup buffers | 0 | 0 |
| gates resized | 71 | 12 |
| setup endpoints to repair | 32 | 10 |
| hold buffers | 0 | 0 |
-- cells in the mapped netlist (all sizes together) --
master / instances / share of area (%)
buf: 3 / 2.6
dfxtp: 32 / 74
nor2b: 32 / 23
-- cells by family (layout without fill, tap and decap cells) --
family | count (synthesis) | after routing
buffers and inverters | 3 | 74
DFF | 32 | 32
and+or+nand+nor | 32 | 32
-- routing by layer --
| layer | up-vias | wire length (µm) |
|---|---|---|
| li1 | 337 | - |
| met1 | 296 | 919 |
| met2 | 35 | 1190 |
| met3 | 2 | 362 |
| met4 | 0 | 9 |
| met5 | - | 0 |
-- power groups by stage --
stage / registers [mW] / logic (mW) / clock network (mW)
after CTS: 1.36 / 0.291 / 1.07
after global routing: 1.37 / 0.304 / 1.11
final: 1.36 / 0.274 / 0.993
Power figures rest on the tool's default switching activity, not on a simulated workload.
